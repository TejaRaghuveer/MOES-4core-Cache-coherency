### /design/flow/run.sh
#!/bin/bash
# OpenROAD 26Q1-2900-gdf79404cd8, Yosys 0.63+post, stock flow scripts
make -C /OpenROAD-flow-scripts/flow DESIGN_CONFIG=/design/flow/config.mk WORK_HOME=/design/flow/orfs finish
### /design/flow/design.v
module moesi_fsm (
    input  logic [2:0] curr_state,
    input  logic       local_read_hit,
    input  logic       local_read_miss,
    input  logic       local_write_hit,
    input  logic       local_write_miss,
    input  logic       snoop_read,
    input  logic       snoop_write,
    input  logic       snoop_invalidate,
    output logic [2:0] next_state,
    output logic       provide_data,
    output logic       cache_invalidated
);
    localparam logic [2:0] MOESI_M = 3'b000;
    localparam logic [2:0] MOESI_O = 3'b001;
    localparam logic [2:0] MOESI_E = 3'b010;
    localparam logic [2:0] MOESI_S = 3'b011;
    localparam logic [2:0] MOESI_I = 3'b100;
    always_comb begin
        next_state        = curr_state;
        provide_data      = 1'b0;
        cache_invalidated = 1'b0;
        case (curr_state)
            MOESI_M: begin
                if (snoop_invalidate) begin
                    next_state        = MOESI_I;
                    cache_invalidated = 1'b1;  
                end else if (snoop_write) begin
                    next_state        = MOESI_I;
                    provide_data      = 1'b1;  
                    cache_invalidated = 1'b1;
                end else if (snoop_read) begin
                    next_state   = MOESI_O;
                    provide_data = 1'b1;  
                end else if (local_write_miss) begin
                    next_state = MOESI_M;  
                end else if (local_write_hit) begin
                    next_state = MOESI_M;  
                end else if (local_read_miss) begin
                    next_state = MOESI_M;  
                end else if (local_read_hit) begin
                    next_state = MOESI_M;
                end
            end
            MOESI_O: begin
                if (snoop_invalidate) begin
                    next_state        = MOESI_I;
                    cache_invalidated = 1'b1;
                end else if (snoop_write) begin
                    next_state        = MOESI_I;
                    provide_data      = 1'b1;  
                    cache_invalidated = 1'b1;
                end else if (snoop_read) begin
                    next_state   = MOESI_O;
                    provide_data = 1'b1;  
                end else if (local_write_miss) begin
                    next_state = MOESI_M;  
                end else if (local_write_hit) begin
                    next_state = MOESI_M;  
                end else if (local_read_miss) begin
                    next_state = MOESI_O;  
                end else if (local_read_hit) begin
                    next_state = MOESI_O;
                end
            end
            MOESI_E: begin
                if (snoop_invalidate) begin
                    next_state        = MOESI_I;
                    cache_invalidated = 1'b1;
                end else if (snoop_write) begin
                    next_state        = MOESI_I;
                    cache_invalidated = 1'b1;  
                end else if (snoop_read) begin
                    next_state   = MOESI_S;
                    provide_data = 1'b1;  
                end else if (local_write_miss) begin
                    next_state = MOESI_M;  
                end else if (local_write_hit) begin
                    next_state = MOESI_M;  
                end else if (local_read_miss) begin
                    next_state = MOESI_E;  
                end else if (local_read_hit) begin
                    next_state = MOESI_E;
                end
            end
            MOESI_S: begin
                if (snoop_invalidate) begin
                    next_state        = MOESI_I;
                    cache_invalidated = 1'b1;
                end else if (snoop_write) begin
                    next_state        = MOESI_I;
                    cache_invalidated = 1'b1;  
                end else if (snoop_read) begin
                    next_state   = MOESI_S;
                    provide_data = 1'b0;  
                end else if (local_write_miss) begin
                    next_state = MOESI_M;  
                end else if (local_write_hit) begin
                    next_state = MOESI_M;  
                end else if (local_read_miss) begin
                    next_state = MOESI_S;  
                end else if (local_read_hit) begin
                    next_state = MOESI_S;
                end
            end
            MOESI_I: begin
                if (snoop_invalidate) begin
                    next_state = MOESI_I;  
                end else if (snoop_write) begin
                    next_state = MOESI_I;  
                end else if (snoop_read) begin
                    next_state = MOESI_I;  
                end else if (local_write_miss) begin
                    next_state = MOESI_M;  
                end else if (local_write_hit) begin
                    next_state = MOESI_I;  
                end else if (local_read_miss) begin
                    next_state = MOESI_E;
                end else if (local_read_hit) begin
                    next_state = MOESI_I;  
                end
            end
            default: begin
                next_state        = MOESI_I;
                provide_data      = 1'b0;
                cache_invalidated = 1'b0;
            end
        endcase
    end
endmodule
### /design/flow/constraint.sdc
current_design moesi_fsm

set clk_period 1.7
set clk_io_pct 0.2

create_clock -name clk0 -period $clk_period

set non_clock_inputs [all_inputs -no_clocks]
set_input_delay [expr $clk_period * $clk_io_pct] -clock clk0 $non_clock_inputs
set_output_delay [expr $clk_period * $clk_io_pct] -clock clk0 [all_outputs]
### /design/flow/config.mk
export PLATFORM = sky130hd
export DESIGN_NAME = moesi_fsm
export DESIGN_NICKNAME = moesi_fsm
export VERILOG_FILES = /design/flow/design.v
export SDC_FILE = /design/flow/constraint.sdc
export NUM_CORES = 4
export LEC_CHECK = 1
export CORE_AREA = 10 10 70 70
export DIE_AREA = 0 0 80 80
==> impl_metrics.py <==
# Metrics from the implementation run
metrics = {
    "cells_and_area": {
        "num-clock-buffers": 0,
        "final_cells": 88,
        "final-seq-area_sq_um": 0,
        "flops": 0,
        "syn2layout_area_growth_pct": 200,
        "layout-drive-gt1-share": 0.452,
    },
    "synth": {
        "simple_gate_share": 0.515,
        "syn_area_sq_um": 126,
        "ys_sh_aoi": 0.485,
        "netlist_instances": 20,
        "ys_area_sq_um": 126,
        "most_common_cell": "nor2_1",
        "yosysCellCount": 20,
        "ys_warn_count": 1,
        "ys_seq_frac": 0,
        "avgSynthCellArea_sq_um": 6.32,
        "topCellsByArea": "nor2_1 (12%), o2111a_1 (8.9%), or4_4 (8.9%)",
        "logic_family": "simple AND/OR/NAND/NOR gates",
        "synthXorXnorAreaFrac": 0,
        "mux_share": 0,
        "yosys.cell_types.count": 15,
        "yosysTopAreaCell": "nor2_1",
        "top_cell_area_share": 0.119,
        "top_cells_by_count": "nor2_1 (4), a21oi_1 (2), o21ai_0 (2)",
        "adder_share": 0,
    },
    "critical_path": {
        "path_max_fanout": 2,
        "crit_chain": "buf_6 > or4_4 > o21ai_2 > and3b_1 > buf_2",
        "endpoint_kind": "output pin",
        "critPathKind": "primary input to output pin",
        "cpPeakStageDelay_ns": 0.53,
        "worst-endpoint-arrival_ns": 1.33,
        "crit_path_start_kind": "primary input",
        "cpMaxStageDelayCell": "or4_4",
        "cp.required_ns": 1.36,
    },
    "route": {
        "wl_met2_microns": 244,
        "drt-met1-wl_microns": 359,
        "drt_first_iter_violations": 1,
        "wl_met3_microns": 111,
        "ant_nets": 0,
        "highest_layer": "met3",
        "vias_per_cell": 2.59,
        "drcViolationCount": 0,
        "diodes": 0,
        "drt_first_pass_iters": 3,
        "vias": 228,
        "wl_per_cell_microns": 8.11,
        "finalWirelength_microns": 714,
    },
    "power": {
        "seqPwrFrac": 0,
        "switching_power_w": 0.0000248,
        "pwr-share-clk": 0,
        "leakagePower_nw": 0.162,
        "peakVddDrop_uv": 25.6,
        "power.total_w": 0.0000653,
        "cellPowerDensity_nw_per_um2": 172,
        "pwr-share-comb": 1.000,
        "p_int_w": 0.0000406,
        "swShare": 0.379,
    },
    "global_route": {
        "overflow": 0,
        "grtUsageTotal": 0.0205,
        "grt_pass1_wl_microns": 1110,
        "grt_pass1_vias": 202,
        "grt_max_degree": 6,
        "antenna_found_initial": 0,
    },
    "timing": {
        "period_minus_slack_ns": 1.67,
        "fin_ws_ns": 0.0283,
        "holdWs_ns": 1.11,
        "fin_crit_sh": 0.983,
        "finalHoldViolCount": 0,
        "slew_headroom": 0.871,
        "rsz0062_at_grt": "true",
        "final-max-slew-violation-count": 0,
        "fmax_ghz": 0.598,
        "worst_pin_slew_ns": 0.193,
        "setup_viol": 0,
    },
    "min_path": {
        "hold_path.class": "primary input to output pin",
        "min_to": "next_state[1]",
        "min_delay_path_depth": 4,
        "min_from": "curr_state[1]",
    },
    "run": {
        "drv_cap": 0,
        "tool_warnings": 34,
    },
    "placed_design": {
        "port-buffer-count": 15,
        "hpwlAfterDp_microns": 622,
        "gp_congestion": 0.812,
        "pre_cts_slack_ns": -0.747,
        "place_inst": 88,
    },
    "die": {
        "num_rows": 21,
        "chipHeight_microns": 80,
        "core_region_area_sq_um": 3420,
        "fp_util": 0.0370,
        "boundaryPins": 15,
        "die_width_microns": 80,
        "die_area_sq_um": 6400,
    },
    "status": {
        "status": "finished, final reports clean",
    },
}
cells in the final DEF, fill, tap and decap left out, types with 2 or more instances in the layout:
cell type / synthesis / routed
nor2_1: 4 / 4
a21oi_1: 2 / 2
buf_2: 0 / 4
dlygate4sd2_1: 0 / 8
o21ai_1: 1 / 2
buf_4: 0 / 5
buf_6: 0 / 5
layer usage:
layer,up-vias,GRT usage
met3,0,0.00909
li1,122,-
met4,0,0
met1,94,0.0303
met2,12,0.0281
met5,-,0
metrics by stage:
| stage | setup TNS [ns] | util | cell area, sq um |
|---|---|---|---|
| 2_1_floorplan | 0 | - | 126 |
| 3_3_place_gp | -2.59 | 0.113 | 387 |
| 3_5_place_dp | -2.62 | 0.113 | 387 |
| 4_1_cts | -0.0325 | 0.111 | 379 |
| 5_1_grt | -0.0533 | 0.111 | 379 |
| 6_report | 0 | 0.111 | 379 |
timing repair:
action | 4_1_cts | 5_1_grt
resized | 40 | 2
hold buffers | 0 | 0
buffers inserted | 0 | 0
hold endpoints to repair | 0 | 0
pin swaps | 3 | 3
endpoints found under the setup margin | 5 | 3
power by group through the flow:
stage	clock network, W	logic (W)	registers (W)
CTS	0	0.0000652	0
global route	0	0.0000716	0
finish	0	0.0000653	0
layout make-up:
cell class / instances / area (sq um)
tap: 46 / 57.6
timing repair buffer: 22 / 184
multi-input combinational: 20 / 138
fill: 408 / 3040
logic make-up (layout without fill, tap and decap cells):
kind of cell	Yosys count	in the layout
buffers and inverters	0	22
AND-OR/OR-AND	9	9
AND/OR/NAND/NOR	11	11
critical path, delay by kind of cell:
family	cells	cell delay, ns
and+or+nand+nor	2	0.70
AOI/OAI and AO/OA	1	0.11
buffers and inverters	2	0.18
worst max-delay path by stage:
stage              startpoint            end  cells past startpoint
finish        local_read_miss  next_state[0]                      5
CTS            local_read_hit  next_state[0]                      5
global route  local_read_miss  next_state[1]                      5
Power figures rest on the tool's default switching activity, not on a simulated workload.
